**flow/config.mk**
```make
export PLATFORM = sky130hd
export DESIGN_NAME = comparator_unit
export DESIGN_NICKNAME = comparator_unit
export VERILOG_FILES = /design/flow/design.v
export SDC_FILE = /design/flow/constraint.sdc
export NUM_CORES = 4
export LEC_CHECK = 1
export CORE_AREA = 10 10 98 98
export DIE_AREA = 0 0 108 108
```
**flow/constraint.sdc**
```tcl
current_design comparator_unit

set clk_period 7.1
set clk_io_pct 0.2

create_clock -name clk0 -period $clk_period

set non_clock_inputs [all_inputs -no_clocks]
set_input_delay [expr $clk_period * $clk_io_pct] -clock clk0 $non_clock_inputs
set_output_delay [expr $clk_period * $clk_io_pct] -clock clk0 [all_outputs]
```
**flow/design.v**
```verilog
module comparator_unit(
    input [31:0] RS1,
    input [31:0] RS2,
    input        branch,
    input [2:0]  condition,
    output reg   condition_result
    );
localparam  BEQ     =           3'b000;
localparam  BNE     =           3'b001;
localparam  BLT     =           3'b100;
localparam  BGE     =           3'b101;
localparam  BLTU    =           3'b110;
localparam  BGEU    =           3'b111;
localparam  SLT     =           3'b010;
localparam  SLTU    =           3'b011;
wire EQ  = (RS1 == RS2);
wire NEQ = (RS1 != RS2);
wire LT  = $signed(RS1) < $signed(RS2);
wire LTU = $unsigned(RS1) < $unsigned(RS2);
wire GE  = $signed(RS1) >= $signed(RS2);
wire GEU = $unsigned(RS1) >= $unsigned(RS2);
always @(*) begin
    condition_result = 1'b0;
    case( condition ) 
        BEQ:        condition_result    = EQ;
        BNE:        condition_result    = NEQ;
        BLT, SLT:   condition_result    = LT;
        BGE:        condition_result    = GE;
        BLTU, SLTU: condition_result    = LTU;
        BGEU:       condition_result    = GEU;
    endcase
end    
endmodule
```
**flow/run.sh**
```bash
#!/bin/bash
# OpenROAD 26Q1-2900-gdf79404cd8, Yosys 0.63+post, stock flow scripts
make -C /OpenROAD-flow-scripts/flow DESIGN_CONFIG=/design/flow/config.mk WORK_HOME=/design/flow/orfs finish
```
==> impl_table.tex <==
% Table of physical implementation metrics
\begin{tabular}{lr}
\hline
Metric & Value \\
\hline
\multicolumn{2}{l}{\textbf{Run status}} \\
Result of the run & completed \\
\multicolumn{2}{l}{\textbf{Die}} \\
Count of standard-cell rows & 32 \\
Vertical die dimension & 108 um \\
Die x size & 108 um \\
Initial cell density of the core & 12.5\% \\
Full die area & 11700 um\^{}2 \\
I/O pin cnt & 69 \\
Core area & 7650 um\^{}2 \\
\multicolumn{2}{l}{\textbf{Synthesis}} \\
Post-Syn Instances & 132 \\
Total of warnings raised by yosys & 1 \\
Number of cells in Yosys stat & 132 \\
Chip Area, Yosys & 955 um\^{}2 \\
Synthesized area & 955 um\^{}2 \\
Share of the synthesized netlist area taken by xor and xnor gates & 0.917\% \\
Adder-cell area share of the yosys netlist & 41.9\% \\
Area fraction in mux cells & 0\% \\
Mapped Avg Cell Area & 7.23 um\^{}2 \\
Comb area leader & adder cells \\
Sequential cell area fraction in the yosys report & 0\% \\
Count of cell types in the netlist & 29 \\
Area fraction in and, or, nand and nor cells & 22.5\% \\
Synthesized-area fraction occupied by ao, oa, aoi and oai cells & 21.6\% \\
\multicolumn{2}{l}{\textbf{Clock tree}} \\
Post-cts hold-fix buffer tally & 0 \\
Number of gates resized after CTS & 0 \\
Post-CTS Repair Setup Buffers & 0 \\
\multicolumn{2}{l}{\textbf{Final timing}} \\
Max-slew headroom & 76.5\% \\
Number of pins with negative max-slew slack in the final report & 0 \\
Minimum clock period & 5.59 ns \\
Final count of negative-setup-slack endpoints & 0 \\
Fmax & 0.179 GHz \\
Final-layout setup total negative slack & 0 ns \\
Post-route fraction of the period consumed by the critical path & 78.7\% \\
Slew at the pin with the worst max-slew slack & 0.353 ns \\
Setup repair after global routing missed its margin & no \\
Fin. Hold Viols & 0 \\
\multicolumn{2}{l}{\textbf{Power and ir drop}} \\
Part of the power in combinational logic & 100.0\% \\
Leakage power summed over all cells & 0.824 nW \\
Power density over cell area & 49.1 nW/um\^{}2 \\
Share of total power consumed by net switching & 37.2\% \\
Int Pwr & 0.0000544 W \\
Switching component of the power & 0.0000322 W \\
Peak supply drop & 0.0000162 V \\
Overall Power & 0.0000866 W \\
Part of the power in the clock network & 0\% \\
Part of the total power dissipated in sequential elements & 0\% \\
\multicolumn{2}{l}{\textbf{Route}} \\
Final Routed Wirelength & 3.11 mm \\
Routed Antenna Nets & 0 \\
Number of vias per cell & 3.66 \\
\# DRC & 0 \\
Wirelength per Cell & 10.3 um \\
Ant. Diodes & 0 \\
Drt first pass iters & 3 \\
Violation count after the first detailed-route iteration & 48 \\
Vias after detailed routing & 1104 \\
\multicolumn{2}{l}{\textbf{Final layout}} \\
Register cell area after layout & 0 um\^{}2 \\
Area Overhead vs Synth & 84.7\% \\
Commonest cells after routing, fill and taps aside & sky130\_fd\_sc\_hd\_\_clkdlybuf4s50\_1, sky130\_fd\_sc\_hd\_\_inv\_1, sky130\_fd\_sc\_hd\_\_ha\_1, sky130\_fd\_sc\_hd\_\_a21oi\_1, sky130\_fd\_sc\_hd\_\_nand2\_1 \\
Clock buffer instance count of the final layout & 0 \\
Number of fill cells & 829 \\
Most instantiated logic cell after routing & sky130\_fd\_sc\_hd\_\_clkdlybuf4s50\_1 \\
Layout cell share with drive strength beyond 1 & 3.50\% \\
Sequential cells & 0 \\
\multicolumn{2}{l}{\textbf{Worst setup path}} \\
Arrival time at the worst endpoint & 4.17 ns \\
Critical Path Start Type & primary input \\
Crit path capture type & output pin \\
Max stage delay cell, worst path & sky130\_fd\_sc\_hd\_\_or4\_1 \\
WS Path Type & in2out \\
Worst path max stage delay & 0.48 ns \\
Worst-path fanout max & 4 \\
Critical Path, Cell by Cell & clkdlybuf4s50\_1 > inv\_1 > ha\_1 > a21oi\_1 > o21ai\_1 > a221oi\_2 > nand2\_1 > or4\_1 > a32o\_1 > clkdlybuf4s50\_1 \\
Most common cell type on the critical path & sky130\_fd\_sc\_hd\_\_clkdlybuf4s50\_1 \\
Crit path DRT & 5.68 ns \\
\multicolumn{2}{l}{\textbf{Job}} \\
Tool Warnings & 33 \\
Total of max-cap violations & 0 \\
\multicolumn{2}{l}{\textbf{Placed design}} \\
DPL Wire Length & 2.97 mm \\
GPL Wtd Cong & 0.813 \\
Total of buffers placed on input and output ports & 68 \\
\multicolumn{2}{l}{\textbf{Global routing}} \\
Wire length of the first global-routing pass & 5.06 mm \\
Residual overflow from global routing & 0 \\
Total routing resource utilization after global routing & 5.12\% \\
Number of antenna violations at the first check in global routing & 0 \\
Pin count of the biggest net entering global routing & 7 \\
Vias in the first global route & 1112 \\
\multicolumn{2}{l}{\textbf{Hold path}} \\
Worst hold-check path type & in2out \\
\hline
\end{tabular}
## synth_stat cells, drive strengths merged (2+ instances only)
cell    count  area share, %
or4         2            2.0
nand2      10            3.9
a21oi      15            7.9
and4        4            3.7
ha         32             42
nor2        4            1.6
o21ai       5            2.6
inv        33             13
nor3        2            2.2
nand4       5            3.9
nor2b       2            1.3
nand3       5            3.1
o211ai      2            1.6
## metrics by stage
| stage | cell area [um^2] | setup slack [ns] | util, % | hold slack, ns | cells |
|---|---|---|---|---|---|
| 2_1_floorplan | 955 | 2.62 | - | 2.97 | 132 |
| 3_3_place_gp | 1760 | 1.54 | 23.1 | 3.93 | 302 |
| 3_5_place_dp | 1760 | 1.51 | 23.1 | 3.94 | 302 |
| 4_1_cts | 1760 | 1.50 | 23.1 | 3.95 | 302 |
| 5_1_grt | 1760 | 1.28 | 23.1 | 4.03 | 302 |
| 6_report | 1760 | 1.51 | 23.1 | 3.95 | 302 |
## worst max-delay path: cells and delay by family
family | cells | cell delay [ns]
adder cells (fa/ha/maj) | 1 | 0.30
AND/OR/NAND/NOR | 2 | 0.60
AND-OR/OR-AND | 4 | 0.93
buffers and inverters | 3 | 0.93
## cell type report
cell class | count | area, um^2 | share of cell area, %
inverter | 33 | 124 | 7.03
timing repair buffer | 68 | 681 | 38.6
multi-input combinational | 99 | 831 | 47.1
tap | 102 | 128 | 7.24
## power by group through the flow
stage | registers [W] | clock network (W) | logic [W]
CTS | 0 | 0 | 0.0000880
finish | 0 | 0 | 0.0000866
global route | 0 | 0 | 0.0000986
## cell families after synthesis
group	Yosys count
AOI/OAI and AO/OA	31
xor gates and xnor gates	1
and+or+nand+nor	35
buffers and inverters	33
adders and majority gates	32
## path summary, 6_finish.rpt
path	from	cells after the start	slack (ns)	end
setup / recovery	RS2[27]	10	1.51	condition_result
hold / removal	condition[0]	4	3.95	condition_result
## layer usage
layer	vias up	part of all wire [%]	global-route usage (%)
li1	605	-	-
met1	449	54	7.80
met2	50	36	7.24
met3	0	11	1.63
met4	0	0	0
met5	-	0	0
No activity file was given, so power comes from the tool's default toggle rates.
