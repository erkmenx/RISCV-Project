## flow/config.mk

```make
export PLATFORM = sky130hd
export DESIGN_NAME = branch_forward_unit
export DESIGN_NICKNAME = branch_forward_unit
export VERILOG_FILES = /design/flow/design.v
export SDC_FILE = /design/flow/constraint.sdc
export NUM_CORES = 4
export LEC_CHECK = 1
export CORE_AREA = 10 10 70 70
export DIE_AREA = 0 0 80 80
```

## flow/constraint.sdc

```tcl
current_design branch_forward_unit

set clk_period 2.2
set clk_io_pct 0.2

create_clock -name clk0 -period $clk_period

set non_clock_inputs [all_inputs -no_clocks]
set_input_delay [expr $clk_period * $clk_io_pct] -clock clk0 $non_clock_inputs
set_output_delay [expr $clk_period * $clk_io_pct] -clock clk0 [all_outputs]
```

## flow/design.v

```verilog
module branch_forward_unit(
    input MEM_Reg_RW,
    input [4:0] MEM_RD,
    input       EX_Reg_RW,
    input [4:0] EX_RD,
    input       ID_branch,
    input       ID_Jump,
    input [4:0] ID_RS1,
    input [4:0] ID_RS2,
    output reg  Forward_RS1,
    output reg  Forward_RS2,
    output reg  Stall,
    output reg  Flush
    );
always @(*) begin
    Forward_RS1 = 1'b0;
    Forward_RS2 = 1'b0;
    Stall       = 1'b0;
    if(MEM_Reg_RW && (ID_branch || ID_Jump) && MEM_RD != 5'd0 && MEM_RD == ID_RS1)
        Forward_RS1 = 1'b1;
    else
        Forward_RS1 = 1'b0;
    if(MEM_Reg_RW && (ID_branch || ID_Jump) && MEM_RD != 5'd0 && MEM_RD == ID_RS2)
        Forward_RS2 = 1'b1;
    else
        Forward_RS2 = 1'b0;
    if(EX_Reg_RW && (ID_branch || ID_Jump) && EX_RD != 5'd0 && (EX_RD == ID_RS1 || EX_RD == ID_RS2))
        Stall = 1'b1;
    else
        Stall = 1'b0;
end
endmodule
```

## flow/run.sh

```bash
#!/bin/bash
# OpenROAD 26Q1-2900-gdf79404cd8, Yosys 0.63+post, stock flow scripts
make -C /OpenROAD-flow-scripts/flow DESIGN_CONFIG=/design/flow/config.mk WORK_HOME=/design/flow/orfs finish
```

==> impl_metrics.py <==
# Synthesis and PnR figures
metrics = {
    "status": {
        "status": "finished clean",
    },
    "global_route": {
        "gr-usage-all-layers": 0.04202,
        "grt_overflow": 0,
        "grt_pass1_wl_um": 2132,
        "antenna_found_initial": 0,
        "grt_max_degree": 4,
        "grt_pass1_vias": 410,
    },
    "min_path": {
        "hold_depth": 5,
        "hold_class": "primary input to primary output",
    },
    "synthesis": {
        "ys_area_sq_um": 272.8,
        "ys_cells": 35,
        "synth_area_sq_um": 272.8,
        "synthCells": 35,
        "synth_area_leader_cell": "xnor2_1",
        "top_area_frac": 0.3211,
        "synth_cell_types": 11,
        "yosysWarnings": 2,
        "syn_avg_cell_area_sq_um": 7.793,
        "synth.area.top_cells": "xnor2_1, xor2_1, nand3_1",
        "postSynthSeqShare": 0,
    },
    "critical_path": {
        "critPathMaxFanout": 2,
        "cp_data_required_time_ps": 1760,
        "slowest_delay_ps": 560,
        "crit_path_end_kind": "primary output",
        "cp_slowest_cell": "or4_4",
        "setup.worst_path.end": "Forward_RS1",
        "worstPathCellList": "clkdlybuf4s15_1 -> or4_4 -> o221ai_4 -> nor4_2 -> dlygate4sd2_1",
        "cp_data_arrival_time_ps": 1680,
        "critical_path_class": "primary input to primary output",
        "path_delay_family": "simple AND/OR/NAND/NOR gates",
        "critical_path_buf_inv_count": 2,
        "start_kind": "primary input",
        "cp_num_cells": 5,
        "startpoint": "MEM_RD[2]",
    },
    "detailed_routing": {
        "drc_errors": 0,
        "totalWireLength_um": 1382,
        "antenna_violating_nets_post_route": 0,
        "drt-vias-per-instance": 3.148,
        "routedWlPerCell_um": 12.02,
        "diodes": 0,
        "first_pass_iters": 2,
        "via_count": 362,
        "drtIter0Drc": 8,
    },
    "placed_design": {
        "placed_cell_area_sq_um": 653.1,
        "io_buffer_count": 27,
        "gp_congestion": 0.7212,
        "place_ws_ps": -418.9,
        "hpwl_um": 1227,
    },
    "layout": {
        "drive_above_1_share": 0.2609,
        "final_cell_area_sq_um": 678.2,
        "seq_area_sq_um": 0,
        "fillers": 380,
        "logic_area_sq_um": 311.5,
        "final_common_cell": "dlygate4sd2_1",
        "n_clock_buffer": 0,
        "flops": 0,
        "final_cell_mix": "dlygate4sd2_1, xnor2_1, xor2_1, buf_4, clkdlybuf4s50_1",
        "area_growth_pct": 148.6,
    },
    "timing": {
        "fmax_mhz": 471.5,
        "rsz0062_at_grt": "false",
        "setup_viol": 0,
        "finalClockPeriodUsage": 0.9640,
        "finalHoldViolations": 0,
        "period_needed_ps": 2121,
        "fin_ws_ps": 79.23,
        "maxSlewViolCount": 0,
    },
    "power_and_ir_drop": {
        "p_leak_nw": 0.2571,
        "ir_drop_mv": 0.02665,
        "power_density_nw_per_um2": 160.1,
    },
    "clock_tree": {
        "cts_hold_buf": 0,
    },
    "floorplan": {
        "core_area_sq_um": 3416,
        "chip_area_sq_um": 6400,
        "floorplan.core_util": 0.07985,
        "die_y_um": 80,
        "row_count": 21,
        "dieWidth_um": 80,
        "io_pins": 28,
    },
    "flow_run": {
        "warnings": 33,
        "drv_cap": 0,
    },
}
==> where the power goes <==
part | internal, mW | switching (mW) | total (mW) | leakage (nW)
sequential | 0 | 0 | 0 | 0
clock | 0 | 0 | 0 | 0
combinational | 0.0635 | 0.0451 | 0.109 | 0.257
==> worst min-delay path by stage <==
| stage | startpoint | slack [ps] | end |
|---|---|---|---|
| final | ID_RS2[3] | 1510 | Forward_RS2 |
| after global routing | ID_RS2[3] | 1590 | Forward_RS2 |
| after CTS | EX_RD[1] | 1540 | Stall |
==> worst min-delay path, delay by kind of cell <==
kind	cells	cell delay, ps
XOR/XNOR	1	80
buffers and inverters	2	410
AND/OR/NAND/NOR	2	140
==> kinds of logic after synthesis <==
| family | count (synthesis) | synth area share |
|---|---|---|
| AND-OR/OR-AND | 3 | 0.1055 |
| XOR/XNOR | 20 | 0.6422 |
| buffers and inverters | 1 | 0.02753 |
| other | 1 | 0.01375 |
| AND/OR/NAND/NOR | 10 | 0.2110 |
==> metrics by stage <==
stage	utilization	TNS, ps	std cells	total power, mW	hold WS [ps]
floorplan	-	0	35	0.03598	950.3
global placement	0.1912	-1059	115	0.1099	1842
detailed placement	0.1912	-1185	115	0.1096	1826
CTS	0.1960	-19.28	115	0.1070	1541
global route	0.1985	0	115	0.1180	1589
finish	0.1985	0	115	0.1086	1514
==> metal layers <==
layer / vias to the layer above / wire length (um) / GRT usage
met5: - / 0 / 0
met4: 0 / 14 / 0.005282
met3: 2 / 90 / 0.009091
met2: 14 / 673 / 0.07063
met1: 155 / 603 / 0.05471
li1: 191 / - / -
==> Yosys cell counts <==
library cell   n
conb_1         1
a21oi_1        1
nor3_1         2
xor2_1        10
nand3_1        4
xnor2_1       10
nor4_1         2
buf_4          1
o221ai_1       1
o221ai_2       1
or4_1          2
==> final cells by class <==
class	instances	share of cell area
Timing Repair Buffer	35	0.4557
Tap cell	46	0.08487
Multi-Input combinational cell	34	0.4594
==> what timing repair did <==
item                                    in CTS  in global routing
gates resized                               36                  3
pin swaps                                    8                  4
gates cloned                                 0                  0
endpoints found under the setup margin       3                  2
buffers inserted                             0                  0
Power figures rest on the tool's default switching activity, not on a simulated workload.
