File: flow/run.sh
#!/bin/bash
# OpenROAD 26Q1-2900-gdf79404cd8, Yosys 0.63+post, stock flow scripts
make -C /OpenROAD-flow-scripts/flow DESIGN_CONFIG=/design/flow/config.mk WORK_HOME=/design/flow/orfs finish
File: flow/config.mk
export PLATFORM = sky130hd
export DESIGN_NAME = CU
export DESIGN_NICKNAME = CU
export VERILOG_FILES = /design/flow/design.v
export SDC_FILE = /design/flow/constraint.sdc
export NUM_CORES = 4
export LEC_CHECK = 1
export CORE_UTILIZATION = 40
File: flow/constraint.sdc
current_design CU

set clk_period 9.7
set clk_io_pct 0.2

create_clock -name clk0 -period $clk_period [get_ports {clk}]

set non_clock_inputs [all_inputs -no_clocks]
set_input_delay [expr $clk_period * $clk_io_pct] -clock clk0 $non_clock_inputs
set_output_delay [expr $clk_period * $clk_io_pct] -clock clk0 [all_outputs]
File: flow/design.v
module CU(
    input           clk,
    input           rst,
    input   [31:0]  Instruction,
    input   [31:0]  rs1_in,
    input           Z,
    input           N,
    input           V,
    input           C,
    output  [31:0]  PC,
    output  [31:0]  PC_to_REG,
    output  [31:0]  immediate,
    output  [35:0]  Control_Word
    );
wire            condition_result;
wire    [3:0]   branch_select;  
wire            SLT_Select;
wire    [1:0]   Write_Strobe;
wire            Mux_D_Select;
wire    [4:0]   RS2;
wire    [4:0]   RS1;
wire    [2:0]   func3;
wire    [4:0]   RD;
wire    [3:0]   F_Select;
wire            Mux_B_Select;
wire            Reg_RW;
wire            Mem_RW; 
wire    [2:0]   Imm_Type;
assign {branch_select, SLT_Select, Imm_Type, Write_Strobe, Mux_D_Select, RS2,
        RS1, func3, RD, F_Select, Mux_B_Select, Reg_RW, Mem_RW} = Control_Word;
PC PC_i 
(
           .clk                 ( clk               ),
           .rst                 ( rst               ),
           .imm                 ( immediate         ),
           .condition_result    ( condition_result  ),
           .rs1_in              ( rs1_in            ),
           .branch_select       ( branch_select     ),
           .PC_out              ( PC                ),
           .PC_to_REG           ( PC_to_REG         )
);   
branch_controller b_ctrl_i 
(
            .condition          ( func3             ),
            .Z                  ( Z                 ),
            .N                  ( N                 ),
            .V                  ( V                 ),
            .C                  ( C                 ),
            .condition_result   ( condition_result  )
);
Decoder Decoder_i 
(
            .Instruction        ( Instruction   ),
            .Control_Word       ( Control_Word  )
);
immediate_generator imm_gen_i
(
            .instruction        ( Instruction   ),
            .imm_type           ( Imm_Type      ),
            .immediate          ( immediate     )
);
endmodule
`timescale 1ns / 1ps
module Decoder(
    input  [31:0] Instruction,
    output [35:0] Control_Word
    );
localparam BEQ_FUNC3  = 3'b000;
localparam BNE_FUNC3  = 3'b001;
localparam BLT_FUNC3  = 3'b100;
localparam BGE_FUNC3  = 3'b101;
localparam BLTU_FUNC3 = 3'b110;
localparam BGEU_FUNC3 = 3'b111;
localparam LB_FUNC3 = 3'b000;
localparam LH_FUNC3 = 3'b001;
localparam LW_FUNC3 = 3'b010;
localparam LBU_FUNC3 = 3'b100;
localparam LHU_FUNC3 = 3'b101;
localparam SB_FUNC3 = 3'b000;
localparam SH_FUNC3 = 3'b001;
localparam SW_FUNC3 = 3'b010;
localparam ADDI_FUNC3  = 3'b000;
localparam SLTI_FUNC3  = 3'b010;
localparam SLTIU_FUNC3 = 3'b011;
localparam XORI_FUNC3  = 3'b100;
localparam ORI_FUNC3   = 3'b110;
localparam ANDI_FUNC3  = 3'b111;
localparam SLLI_FUNC3 = 3'b001;
localparam SRLI_FUNC3 = 3'b101;
localparam SRAI_FUNC3 = 3'b101;
localparam ADD_FUNC3    = 3'b000;
localparam SUB_FUNC3    = 3'b000;
localparam SLL_FUNC3    = 3'b001;
localparam SLT_FUNC3    = 3'b010;
localparam SLTU_FUNC3   = 3'b011;
localparam XOR_FUNC3    = 3'b100;
localparam SRL_FUNC3    = 3'b101;
localparam SRA_FUNC3    = 3'b101;
localparam OR_FUNC3     = 3'b110;
localparam AND_FUNC3    = 3'b111;
localparam IMM_R_TYPE   = 3'b000;
localparam IMM_I_TYPE   = 3'b001;
localparam IMM_S_TYPE   = 3'b010;
localparam IMM_B_TYPE   = 3'b011;
localparam IMM_U_TYPE   = 3'b100;
localparam IMM_J_TYPE   = 3'b101;
localparam R_TYPE_OPCODE = 7'b0110011;
localparam I_TYPE_OPCODE = 7'b0010011;
localparam STORE_OPCODE  = 7'b0100011;
localparam LOAD_OPCODE   = 7'b0000011;
localparam B_TYPE_OPCODE = 7'b1100011;
localparam JALR_OPCODE   = 7'b1100111;
localparam JAL_OPCODE    = 7'b1101111;
localparam AUIPC_OPCODE  = 7'b0010111;
localparam LUI_OPCODE    = 7'b0110111;
reg     [3:0]   branch_select;
reg             SLT_Select;
reg     [2:0]   Imm_Type;
reg     [1:0]   Write_Strobe;
reg             Mux_D_Select;
wire    [4:0]   RS2;
wire    [4:0]   RS1;
wire    [2:0]   func3;
wire    [4:0]   RD;
reg     [3:0]   F_Select;
reg             Mux_B_Select;
reg             Reg_RW;
reg             Mem_RW;
reg             LUI;
wire    [6:0]   Instruction_opcode = Instruction[6:0];
wire    [2:0]   Instruction_func3  = Instruction[14:12];
assign RS1      = LUI ? 5'd0 : Instruction[19:15];
assign RS2      = Instruction[24:20];
assign RD       = Instruction[11:7];
assign func3    = Instruction[14:12];
assign Control_Word = {branch_select, SLT_Select, Imm_Type, Write_Strobe, Mux_D_Select, RS2, RS1, func3, 
                       RD, F_Select, Mux_B_Select, Reg_RW, Mem_RW};
always @(*) begin   
    SLT_Select      = 1'b0;  
    LUI             = 1'b0;  
    branch_select   = 4'd0;
    Write_Strobe    = 2'b00; 
    Imm_Type        = IMM_I_TYPE;
    Mux_D_Select    = 1'b0;
    Mux_B_Select    = 1'b0;
    Reg_RW          = 1'b1;
    Mem_RW          = 1'b0;   
    F_Select        = 4'b0000;            
    case (Instruction_opcode)
        R_TYPE_OPCODE: begin
            Imm_Type        = IMM_R_TYPE;
            case (Instruction_func3)
                ADD_FUNC3, SUB_FUNC3: F_Select = {3'b000, Instruction[30]};
                SLL_FUNC3: F_Select = 4'b1000;
                SLT_FUNC3, SLTU_FUNC3: begin F_Select = 4'b0001; SLT_Select = 1'b1; end
                XOR_FUNC3: F_Select = 4'b0010;
                SRL_FUNC3: F_Select = 4'b1010;
                SRA_FUNC3: F_Select = 4'b1100;
                OR_FUNC3:  F_Select = 4'b0100;
                AND_FUNC3: F_Select = 4'b0110;
                default: F_Select = 4'b0000;
            endcase        
        end
        I_TYPE_OPCODE: begin
            Imm_Type        = IMM_I_TYPE;
            Mux_B_Select    = 1'b1;
            case (Instruction_func3)
                ADDI_FUNC3: F_Select = 4'b0000;
                SLTI_FUNC3, SLTIU_FUNC3: begin F_Select = 4'b0001; SLT_Select = 1'b1; end
                XORI_FUNC3: F_Select = 4'b0010;
                ORI_FUNC3:  F_Select = 4'b0100;
                ANDI_FUNC3: F_Select = 4'b0110;
                SLLI_FUNC3: F_Select = 4'b1000;
                SRLI_FUNC3: F_Select = 4'b1010;
                SRAI_FUNC3: F_Select = 4'b1100;
                default: F_Select = 4'b0000;
            endcase
        end
        STORE_OPCODE: begin
            Imm_Type        = IMM_S_TYPE;
            Mux_B_Select    = 1'b1;
            Reg_RW          = 1'b0;
            Mem_RW          = 1'b1;
            case (Instruction_func3)
                SB_FUNC3:   Write_Strobe = 2'b00;
                SH_FUNC3:   Write_Strobe = 2'b01;
                SW_FUNC3:   Write_Strobe = 2'b10;
                default:    Write_Strobe = 2'b10;
            endcase   
        end
        LOAD_OPCODE: begin
            Imm_Type        = IMM_I_TYPE;
            Mux_D_Select    = 1'b1;
            Mux_B_Select    = 1'b1;
            case (Instruction_func3)
                LB_FUNC3, LBU_FUNC3:   Write_Strobe = 2'b00;
                LH_FUNC3, LHU_FUNC3:   Write_Strobe = 2'b01;
                LW_FUNC3:              Write_Strobe = 2'b10;
                default:               Write_Strobe = 2'b01;
            endcase
        end
        B_TYPE_OPCODE: begin
            Imm_Type        = IMM_B_TYPE;
            Reg_RW          = 1'b0;
            F_Select        = 4'b0001;
            branch_select   = 4'b0001;
        end
        JALR_OPCODE: begin  
            Imm_Type        = IMM_I_TYPE;
            branch_select   = 4'b1000;
        end
        JAL_OPCODE: begin  
            Imm_Type        = IMM_J_TYPE;
            branch_select   = 4'b0100;
            Mux_B_Select    = 1'b1;
        end
        AUIPC_OPCODE: begin  
            Imm_Type        = IMM_U_TYPE;
            branch_select   = 4'b0010;
        end
        LUI_OPCODE: begin  
            Imm_Type        = IMM_U_TYPE;
            Mux_B_Select    = 1'b1;
            LUI             = 1'b1;
        end
        default: begin 
            SLT_Select      = 1'b0;  
            LUI             = 1'b0;  
            branch_select   = 4'd0;
            Write_Strobe    = 2'b00; 
            Imm_Type        = IMM_I_TYPE;
            Mux_D_Select    = 1'b0;
            Mux_B_Select    = 1'b0;
            Reg_RW          = 1'b1;
            Mem_RW          = 1'b0;   
            F_Select        = 4'b0000; 
        end
    endcase
end 
endmodule
`timescale 1ns / 1ps
module PC(
    input           clk,
    input           rst,
    input   [31:0]  imm,
    input           condition_result,
    input   [31:0]  rs1_in,
    input   [3:0]   branch_select,
    output  [31:0]  PC_out,
    output  [31:0]  PC_to_REG
    );
wire JALR, JAL, AUIPC, BRANCH;
assign {JALR, JAL, AUIPC, BRANCH} = branch_select;
reg [31:0] PC_reg;
wire [31:0] PC_or_RS1 = JALR ? rs1_in : PC_reg;
wire [31:0] PC_plus_IMM = PC_or_RS1 + imm;
wire [31:0] PC_plus_4 = PC_reg + 4;
wire [31:0] wire1 = JAL ? PC_plus_IMM : PC_plus_4;
wire [31:0] PC_next = ((condition_result & BRANCH) | JALR) ? PC_plus_IMM : wire1; 
assign PC_to_REG = PC_plus_4;
assign PC_out = PC_reg;
always @(posedge clk or negedge rst)
    if (rst) begin
        PC_reg <= PC_next;
    end else begin  
        PC_reg <= 32'd0;
    end   
endmodule
module branch_controller(
    input       [2:0]   condition,
    input               Z,
    input               N,
    input               V,
    input               C,
    output  reg         condition_result
    );
localparam  BEQ     =           3'b000;
localparam  BNE     =           3'b001;
localparam  BLT     =           3'b100;
localparam  BGE     =           3'b101;
localparam  BLTU    =           3'b110;
localparam  BGEU    =           3'b111;
localparam  SLT     =           3'b010;
localparam  SLTU    =           3'b011;
always @(*) begin
    condition_result = 1'b0;
    case( condition ) 
        BEQ:        condition_result    =       Z;
        BNE:        condition_result    =       ~Z;
        BLT, SLT:   condition_result    =       N ^ V;
        BGE:        condition_result    =       ~( N ^ V );      
        BLTU, SLTU: condition_result    =       ~C;
        BGEU:       condition_result    =       C;       
    endcase
end    
endmodule
module immediate_generator(
    input       [31:0]  instruction,
    input       [2:0]   imm_type,
    output  reg [31:0]  immediate
    );
localparam IMM_I_TYPE   = 3'b001;
localparam IMM_S_TYPE   = 3'b010;
localparam IMM_B_TYPE   = 3'b011;
localparam IMM_U_TYPE   = 3'b100;
localparam IMM_J_TYPE   = 3'b101;
always @(*) begin
    case (imm_type) 
        IMM_I_TYPE: immediate   = {{21{instruction[31]}}, instruction[30:25], instruction[24:21], instruction[20]};
        IMM_S_TYPE: immediate   = {{21{instruction[31]}}, instruction[30:25], instruction[11:8], instruction[7]};
        IMM_B_TYPE: immediate   = {{20{instruction[31]}}, instruction[7], instruction[30:25], instruction[11:8], 1'b0};
        IMM_U_TYPE: immediate   = {instruction[31], instruction[30:20], instruction[19:12], 12'd0};
        IMM_J_TYPE: immediate   = {instruction[31], instruction[19:12], instruction[20], instruction[30:25], instruction[24:21], 1'b0};
    endcase
end
endmodule
==> impl_report.txt <==
PHYSICAL IMPLEMENTATION REPORT
----------------------------------------------------
[Run status]
  Run status ........................ finished clean

[Clock network]
  Clock tree buffer depth ........................ 2
  TritonCTS clock tree ........................ built
  Clock insertion delay at the later pin of the skew report ........................ 0.29 ns
  Number of gates given a new drive strength after cts ........................ 0
  Cell chosen for the clock root ........................ sky130_fd_sc_hd__clkbuf_16
  Clk pin slew, worst setup/hold paths ........................ 0.06 ns
  Number of levels the H-tree was split into ........................ 2
  Post-CTS setup buffer count ........................ 0
  Hold_buf cts ........................ 0
  Number of buffers created by CTS ........................ 5

[Synth]
  Top flip-flop cell by instance count after synthesis ........................ sky130_fd_sc_hd__dlxtn_1
  Number of synthesized flops with an enable pin ........................ 0
  Yosys cell types ........................ 71
  Async set-reset flop share out of synthesis ........................ 50.0%
  Combined area of all synthesized cells ........................ 0.00526 mm2
  Post-synthesis cell count from yosys ........................ 628
  Number of standard cells after synthesis ........................ 628
  Syn Area/Cell ........................ 8.38 um2
  Register bit total from synthesis ........................ 64
  Warnings, synthesis ........................ 4
  Area figure in the yosys stat output ........................ 0.00526 mm2

[Floorplan]
  Initial core utilization ........................ 41.4%
  Cell Rows ........................ 41
  Die width ........................ 117 um
  Area of the chip ........................ 0.0136 mm2
  Total I/O pin count ........................ 202
  Height of the die ........................ 117 um
  Core area ........................ 0.0127 mm2

[Routing]
  Total Wirelength ........................ 17500 um
  Number of vias per cell after detailed routing ........................ 5.50
  Number of iterations in the first detailed-routing pass ........................ 4
  Count of antenna-violating nets left after detailed routing ........................ 0
  Via Count ........................ 5300
  Antenna fix cells ........................ 0
  Initial drt markers ........................ 284
  Residual DRC ........................ 0
  Average wire per standard cell ........................ 18.1 um

[Setup path]
  Crit Reg-Reg Endpoint ........................ PC_i.PC_reg[26]
  Startpoint of the lowest-slack register-to-register path ........................ PC_i.PC_reg[0]
  Worst path arrival time ........................ 4.65 ns
  Category of the worst setup path capture point ........................ output port
  Setup slack on the worst flop-to-flop path ........................ 6.43 ns
  Maximum fanout along the worst path ........................ 9
  Data required time of the critical path ........................ 7.76 ns
  Nature of the critical path startpoint ........................ input port
  R2R depth ........................ 10
  Path type of the worst setup path ........................ input port to output port

[Timing]
  Final worst path period need ........................ 6.59 ns
  Slew margin rel. ........................ 52.0%
  Final-report hold violation count ........................ 0
  Worst setup skew after layout ........................ 0.00757 ns
  Count of unclocked register or latch pins ........................ 32
  # setup viols final ........................ 0
  Fin. max-slew vios ........................ 0
  Unrepaired setup endpoints after global routing ........................ false
  Count of endpoints without a timing constraint ........................ 64
  Slew at the pin closest to its max-slew limit ........................ 0.714 ns
  Total negative slack ........................ 0 ns
  Final Cycle Share ........................ 68.0%
  Maximum frequency from static timing analysis ........................ 152 MHz

[Place]
  Cell count after placement ........................ 957
  Detailed-placement wirelength estimate ........................ 14100 um
  Post-Place Cell Area ........................ 0.00723 mm2
  Number of buffers added on ports ........................ 201
  Global placement routability congestion ........................ 0.945

[Run]
  Max-cap violation count ........................ 0
  Tool warning count ........................ 26

[Finish]
  Fraction of the core area covered by cells at the end of the flow ........................ 57.9%
  Post-Layout Cell Count ........................ 964
  Share of cells above drive strength 1 ........................ 8.59%
  Synthesis-to-finish area growth ........................ 39.9%
  Number of fillers in the final layout ........................ 1196
  Layout Cell Area excl Fill ........................ 0.00736 mm2

[Power and ir drop]
  PwrDens ........................ 195 mW/mm2
  Worst IR Drop VDD ........................ 0.0000816 V
  Leakage ........................ 3.06 nW
  Total power ........................ 1.44 mW

[Worst hold path]
  Worst min-delay path endpoint ........................ PC_i.PC_reg[0]
  Hold WC Path Type ........................ flip-flop to flip-flop
  Hold Path Origin ........................ PC_i.PC_reg[0]
  Cells on Worst Hold Path ........................ 1

[GRT]
  Overall track demand over capacity in global routing ........................ 26.7%
  Overall overflow remaining after global route ........................ 0
  Initial antenna violation count ........................ 0
  Vias in the first global route ........................ 5140
  Global-route wire length before repair ........................ 27200 um
  Maximum number of pins on one net before global-route repair ........................ 44

----------------------------------------------------
-- cell type report --
| cell class | count | area (um2) | share of cell area (%) |
|---|---|---|---|
| Sequential cell | 64 | 1280 | 17.4 |
| Clock buffer | 6 | 129 | 1.75 |
| Clock inverter | 1 | 5.00 | 0.0680 |
| Timing Repair Buffer | 205 | 2040 | 27.7 |
| Tap cell | 172 | 215 | 2.92 |
| Multi-Input combinational cell | 498 | 3620 | 49.2 |
| Inverter | 18 | 67.6 | 0.918 |
-- layer usage --
layer | up-vias | GRT usage, % | part of all wire, %
met5 | - | 0 | 0
met1 | 2460 | 38.2 | 45
met3 | 19 | 4.65 | 6.8
li1 | 2617 | - | -
met2 | 204 | 43.6 | 46
met4 | 0 | 4.81 | 2.1
-- power by group --
part	switching, mW	total, mW	internal, mW
Combinational	0.445	0.991	0.546
Clock	0.0639	0.157	0.0934
Sequential	0.0923	0.291	0.198
Total	0.601	1.44	0.838
-- cells in the final DEF, fill, tap and decap left out, drive strengths merged, types with 3 or more instances in the layout --
cell type / instances
clkdlybuf4s50: 201
nand2: 62
a21oi: 40
o21ai: 35
ha: 33
dfrtp: 32
xnor2: 32
dlxtn: 32
nor2: 32
mux2: 31
a21o: 30
inv: 18
nand3: 17
xor2: 17
nor3: 16
and2: 15
a211oi: 14
and3: 12
nand4: 11
nor2b: 9
o31ai: 8
nor4: 7
a32o: 6
o211ai: 6
clkbuf: 6
a31oi: 6
o21a: 5
or3: 5
o22ai: 4
o21bai: 4
buf: 4
a21boi: 4
and4: 3
nand2b: 3
nor3b: 3
-- worst max path at each step --
stage | endpoint | startpoint | cells past startpoint | slack [ns]
finish | Control_Word[28] | Instruction[3] | 7 | 3.11
global route | PC_i.PC_reg[26] | Instruction[5] | 14 | 2.93
CTS | Control_Word[28] | Instruction[3] | 7 | 3.12
-- synth_stat cells, drive strengths merged (4+ instances only) --
library cell	n	share of area, %
buf	36	5.1
o211ai	6	0.86
nor4	7	0.95
a32o	6	1.1
nor2	32	2.3
dlxtn	32	9.1
ha	33	7.8
a31oi	6	0.83
mux2	31	6.6
a21o	30	4.3
nand3	17	1.6
a21boi	4	0.78
or3	5	0.78
inv	18	1.3
xor2	17	2.8
a211oi	14	2.3
and3	12	1.4
nand2	62	4.4
nor2b	9	1.1
a21oi	40	3.9
o31ai	8	1.1
o22ai	4	0.48
o21bai	4	0.57
xnor2	32	5.3
o21a	5	0.71
o21ai	35	3.5
and2	15	1.8
nor3	16	1.8
dfrtp	32	15
clkbuf	12	0.86
nand4	11	1.3
-- kinds of logic (layout without fill, tap and decap cells) --
group,after synthesis,in the layout,synth area share (%)
XOR/XNOR,50,50,8.58
buffers and inverters,66,230,7.23
adder cells (fa/ha/maj),34,34,8.23
AND-OR/OR-AND,180,180,24.6
multiplexers,32,32,6.82
flip-flops,32,32,15.2
latches,32,32,9.13
AND/OR/NAND/NOR,202,202,20.2
-- per-stage QoR --
step	hold WS [ns]	setup WS, ns
3_5_place_dp	0.577	2.94
5_1_grt	0.603	2.93
3_3_place_gp	0.595	3.06
6_report	0.588	3.11
4_1_cts	0.589	3.12
2_1_floorplan	0.499	4.25
-- critical path, stage by stage --
cell	delay [ns]
sky130_fd_sc_hd__clkdlybuf4s50_1	0.59
sky130_fd_sc_hd__or3_4	0.52
sky130_fd_sc_hd__or3b_4	0.41
sky130_fd_sc_hd__ha_1	0.21
sky130_fd_sc_hd__o21ai_0	0.24
sky130_fd_sc_hd__nand2_1	0.26
sky130_fd_sc_hd__clkdlybuf4s50_1	0.48
Power is estimated from default activity; no workload was simulated.
